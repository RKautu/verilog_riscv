--- ./design.v ---
module fetch (
    input clk,
    input reset,
    output [31:0] instr,
    output [31:0] pc_out
);
    wire [31:0] pc_next;
    pc PC (
        .clk(clk),
        .reset(reset),
        .pc_in(pc_next),
        .pc_out(pc_out)
    );
    assign pc_next = pc_out + 4;
    instr_mem IM (
        .addr(pc_out),
        .instr(instr)
    );
endmodule
module instr_mem (
    input [31:0] addr,
    output [31:0] instr
);
    reg [31:0] memory [0:255];
    initial begin
        memory[0] = 32'b0000000_00011_00010_00001_000_0110011;  
        memory[1] = 32'b0000000_00100_00001_00010_000_0110011;  
    end
    assign instr = memory[addr[9:2]];  
endmodule
module pc (
    input clk,
    input reset,
    input [31:0] pc_in,
    output reg [31:0] pc_out
);
    always @(posedge clk or posedge reset) begin
        if (reset)
            pc_out <= 0;
        else
            pc_out <= pc_in;
    end
endmodule
--- ./config.mk ---
export PLATFORM = sky130hd
export DESIGN_NAME = fetch
export DESIGN_NICKNAME = fetch
export VERILOG_FILES = /design/flow/design.v
export SDC_FILE = /design/flow/constraint.sdc
export NUM_CORES = 4
export LEC_CHECK = 1
export CORE_AREA = 10 10 98 98
export DIE_AREA = 0 0 108 108
export SYNTH_MEMORY_MAX_BITS = 65536
--- ./run.sh ---
#!/bin/bash
# OpenROAD 26Q1-2900-gdf79404cd8, Yosys 0.63+post, stock flow scripts
make -C /OpenROAD-flow-scripts/flow DESIGN_CONFIG=/design/flow/config.mk WORK_HOME=/design/flow/orfs finish
--- ./constraint.sdc ---
current_design fetch

set clk_period 6.6
set clk_io_pct 0.2

create_clock -name clk0 -period $clk_period [get_ports {clk}]

set non_clock_inputs [all_inputs -no_clocks]
set_input_delay [expr $clk_period * $clk_io_pct] -clock clk0 $non_clock_inputs
set_output_delay [expr $clk_period * $clk_io_pct] -clock clk0 [all_outputs]
==> flow_summary.json <==
{
  "coreArea_mm2": 0.00765,
  "grt_usage_pct": 6.16,
  "slowest_stage": "clkdlybuf4s50_1",
  "tightest_slew_ps": 538,
  "reg2reg_to": "PC.pc_out[28]$_DFF_PP0_",
  "r2r-start": "PC.pc_out[2]$_DFF_PP0_",
  "max-cap-violations": 0,
  "grtUsageMet1_pct": 7.68,
  "hold_path_end": "PC.pc_out[31]$_DFF_PP0_",
  "vias": 1082,
  "yosysUniqueCellTypes": 18,
  "power_density_mw_per_mm2": 166,
  "synth_flops": 30,
  "busiest_layer": "met2",
  "reg2reg_depth": 5,
  "use_met3_pct": 3.37,
  "hold_slack_ps": 479,
  "initial_core_util_pct": 21.2,
  "critical-path-top-delay-family": "buffers and inverters",
  "critical_path_required_ps": 5280,
  "finClkSkew_ps": 11.1,
  "firstDrtPassIters": 4,
  "syn_inst": 152,
  "largest_reg_flops": 30,
  "cp_max_fo": 8,
  "lay_top_count": "clkdlybuf4s50_1",
  "tns_ps": 0,
  "ir_drop_mv": 0.0593,
  "ios": 66,
  "antennaDiodeCount": 0,
  "overflow": 0,
  "met2_usage_pct": 9.48,
  "synth_area_mm2": 0.00162,
  "wirelength_um": 3550,
  "dieWidth_um": 108,
  "critical_path_buf_inv_count": 2,
  "std_cell_rows": 32,
  "rsz0062_at_grt": "no",
  "clkTransAtPathRegs_ps": 70,
  "cts_tree": "yes",
  "drc": 0,
  "ys_area_mm2": 0.00162,
  "via_per_inst": 3.71,
  "drive_above_1_share_pct": 7.37,
  "finalClockPeriodUsage_pct": 40.7,
  "ys_seq_share_pct": 46.4,
  "gp_congestion": 0.821,
  "crit_type": "flip-flop to output port",
  "ctsResizeCount": 0,
  "final-hold-violation-count": 0,
  "critPathArrivalTime_ps": 1370,
  "max_freq_mhz": 372,
  "regMostFlops": "PC.pc_out",
  "root_buffer": "clkbuf_8",
  "final_cell_mix": "clkdlybuf4s50_1 (38), dfrtp_1 (30), conb_1 (27), xnor2_1 (20), nand3_1 (18)",
  "synth_stat.cells": 152,
  "power.leakage_nw": 0.934,
  "fin_crit_ps": 2690,
  "slew_headroom_pct": 63.8,
  "setup_viol": 0,
  "cp_cell_sequence": "inv_1, clkdlybuf4s50_1",
  "numPortBuffers": 38,
  "cts_sinks": 30,
  "hold_depth": 1,
  "hold_buffers": 0,
  "top_regs": "PC.pc_out: 30 flops",
  "drv_slew": 0,
  "grt_pass1_vias": 1173,
  "status": "finished clean",
  "grt_pass1_wl_um": 5800,
  "clk_latency_ps": 290,
  "antenna_found_initial": 0,
  "cts_buffer_depth": 2,
  "cp-start-kind": "flip-flop",
  "syn_avg_cell_area_um2": 10.6,
  "ant_nets": 0,
  "routedWlPerCell_um": 12.2,
  "dp_hpwl_um": 2850,
  "tool_warnings": 25,
  "min_from": "PC.pc_out[31]$_DFF_PP0_",
  "grt_max_degree": 31,
  "cts_max_level": 2,
  "cts_buffers": 5,
  "area_growth_pct": 27.8,
  "hold_path_class": "flip-flop to flip-flop",
  "cts_setup_buffers": 0,
  "cp_slowest_stage_delay_ps": 490,
  "regToRegSetupSlack_ps": 4590,
  "dieArea_mm2": 0.0117,
  "first_iter_violations": 70,
  "ys_warn_count": 2,
  "setup.worst_path.end_class": "output port",
  "die_y_um": 108
}
==> logic make-up after synthesis <==
logic type               share of synthesized area [%]
XOR/XNOR                                          15.2
adder cells (fa/ha/maj)                          0.773
buffers and inverters                             16.7
flip-flops                                        46.4
other                                            0.464
AND/OR/NAND/NOR                                   20.5
==> synthesized netlist by cell type (all sizes together) <==
cell    n  area share (%)
or3     1            0.70
nand4  11             4.6
nand3  18             5.6
nand2   4            0.93
nor4    4             4.3
nor2    8             1.9
and2    1            0.39
ha      1            0.77
and3    3             1.2
buf    34              16
conb    2            0.46
dfrtp  30              46
nor3    3            0.93
xor2    8             4.3
inv     4            0.93
xnor2  20              11
==> final cells by class <==
| cell class | instances | area [um^2] |
|---|---|---|
| sequential | 30 | 751 |
| clock buffer | 6 | 82.6 |
| inverter | 4 | 15.0 |
| clock inverter | 2 | 12.5 |
| tap | 102 | 128 |
| fill | 781 | 5580 |
| timing repair buffer | 39 | 388 |
| multi-input combinational | 109 | 691 |
==> stage by stage <==
step | total power, mW | std cells | utilization [%] | area [um^2] | setup slack (ps)
floorplan | 0.201 | 177 | - | 1710 | 4650
global placement | 0.194 | 284 | 25.8 | 1970 | 4240
detailed placement | 0.194 | 284 | 25.8 | 1970 | 4200
CTS | 0.348 | 292 | 27.0 | 2070 | 3880
global route | 0.359 | 292 | 27.0 | 2070 | 3810
finish | 0.343 | 292 | 27.0 | 2070 | 3910
==> layer usage <==
metal	up-vias	share of wire (%)
met5	-	0
met4	0	1.5
met3	7	11
met2	42	46
met1	508	42
li1	525	-
==> power breakdown <==
part / switching [mW] / leakage (nW) / internal (mW) / total [mW]
combinational: 0.00437 / 0.478 / 0.000948 / 0.00532
sequential: 0 / 0.410 / 0.184 / 0.184
clock: 0.0700 / 0.0472 / 0.0836 / 0.154
total: 0.0743 / 0.934 / 0.268 / 0.343
==> how the worst max path moves through the flow <==
stage                                  start  cells past startpoint         to
final                 PC.pc_out[2]$_DFF_PP0_                      2  instr[20]
after CTS             PC.pc_out[2]$_DFF_PP0_                      2  instr[21]
after global routing  PC.pc_out[2]$_DFF_PP0_                      2  instr[16]
No activity file was given, so power comes from the tool's default toggle rates.
