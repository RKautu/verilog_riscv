==> design.v <==
module data_mem(
    input clk,
    input mem_write,
    input mem_read,
    input [31:0] addr,
    input [31:0] write_data,
    output reg [31:0] read_data
);
reg [31:0] mem [0:255];  
always @(posedge clk) begin
    if (mem_write)
        mem[addr[7:0]] <= write_data;
end
always @(*) begin
    if (mem_read)
        read_data = mem[addr[7:0]];
    else
        read_data = 0;
end
endmodule
module memory(
    input clk,
    input mem_write,
    input mem_read,
    input [31:0] alu_result,
    input [31:0] write_data,
    output [31:0] read_data
);
data_mem dmem(
    .clk(clk),
    .mem_write(mem_write),
    .mem_read(mem_read),
    .addr(alu_result),
    .write_data(write_data),
    .read_data(read_data)
);
endmodule
==> run.sh <==
#!/bin/bash
# OpenROAD 26Q1-2900-gdf79404cd8, Yosys 0.63+post, stock flow scripts
make -C /OpenROAD-flow-scripts/flow DESIGN_CONFIG=/design/flow/config.mk WORK_HOME=/design/flow/orfs finish
==> config.mk <==
export PLATFORM = sky130hd
export DESIGN_NAME = memory
export DESIGN_NICKNAME = memory
export VERILOG_FILES = /design/flow/design.v
export SDC_FILE = /design/flow/constraint.sdc
export NUM_CORES = 4
export LEC_CHECK = 1
export CORE_UTILIZATION = 30
export SYNTH_MEMORY_MAX_BITS = 65536
==> constraint.sdc <==
current_design memory

set clk_period 41.9
set clk_io_pct 0.2

create_clock -name clk0 -period $clk_period [get_ports {clk}]

set non_clock_inputs [all_inputs -no_clocks]
set_input_delay [expr $clk_period * $clk_io_pct] -clock clk0 $non_clock_inputs
set_output_delay [expr $clk_period * $clk_io_pct] -clock clk0 [all_outputs]
==> metrics.yaml <==
logic_synthesis:
  async_flop_share_pct: 0
  ys_area_um2: 314000
  yosys.area.top_type_share_pct: 78.4
  syn-cell-area_um2: 314000
  ys_cells: 13900
  syn_inst: 13900
  area_leaders: "edfxtp_1, mux4_2, mux2i_1"
  netlist_top_cells_count: "edfxtp_1, mux4_2, mux2i_1, nand3_1, clkbuf_1"
  ys_warn_count: 1
  top_area_cell: "edfxtp_1"
  synth_flops: 8192
  synth_seq_share_pct: 78.4
  yosysMostFrequentCell: "edfxtp_1"
  synthDistinctLibCells: 44
  edf_count: 8192
  avgSynthCellArea_um2: 22.6
  ff_type: "edfxtp_1"
place:
  postPlaceCellArea_um2: 337000
  dp_hpwl_mm: 496
  portBuffers: 74
  place.gp.congestion: 0.870
worst_setup_path:
  path_common_cell: "buf_4"
  critical_path_required_ns: 33.52
  crit_slowest_cell: "a22oi_1"
  crit_family: "buffers and inverters"
  cp_max_fo: 35
  cp-start-kind: "primary input"
  critPathCaptureType: "primary output"
  path_cells: "buf_16 > buf_4 > buf_4 > buf_4 > buf_4 > buf_4 > buf_4 > mux4_2 > mux2i_1 > o211ai_1 > a22oi_1 > a32oi_1 > clkdlybuf4s50_1"
  cpPeakStageDelay_ns: 0.80
  critPathBufInv: 8
  arrival_ns: 15.91
  worstSetupPathDepth: 13
  endpoint: "read_data[19]"
  crit_path_start: "alu_result[0]"
  worstSetupPathType: "primary input to primary output"
sta:
  setup_tns_ns: 0
  rsz0062_at_grt: "no"
  slew_violations: 0
  fmax_ghz: 0.0412
  slew_headroom_pct: 25.1
  min_period_over_period_pct: 58.0
  period_minus_slack_ns: 24.29
  hold_viol: 0
  tightest_slew_ns: 1.12
  hold-worst-slack_ns: 7.58
  setup_violations: 0
clocking:
  cts_tree: "yes"
  cts_sinks: 8192
  post_cts_buffers: 0
  cts_buffers: 801
  cts-root-buf: "clkbuf_16"
  ctsHoldBuffers: 0
  cts.clk_slew.worst_paths_ns: 0.06
  clock_path_buffers: 4
  h-tree-depth: 6
  cts_resized: 0
worst_hold_path:
  min_path_type: "primary input to flop"
die:
  die-area_um2: 1050000
  die_h_mm: 1.02
  die_x_mm: 1.02
  row_count: 375
  num_io_pins: 99
  fp-utilization_pct: 30.1
  coreArea_um2: 1040000
final_layout:
  final_core_util_pct: 34.7
  area_growth_pct: 15.4
  largest_reg_flops: 8192
  drive_above_1_share_pct: 27.2
  design_area_um2: 362000
global_routing:
  antenna_found_initial: 34
  grt_pass1_vias: 163000
  grtUsageTotal_pct: 17.6
  grt-ovfl-total: 0
  grt_pass1_wl_mm: 1220
  grt_start_max_net_pins: 106
route:
  ant_nets: 0
  dr.pass1.iters: 5
  route.detailed.drc: 0
  vias: 149000
  drt_wl_total_mm: 866
  top_layer: "met5"
  post_drt_wl_per_cell_um: 29.5
  wl_met2_mm: 407
  drt-initial-drc-count: 10000
  viasPerCell: 5.08
  route.met3.wl_mm: 163
  wirelength_met1_mm: 248
pwr:
  power_leakage_nw: 111
  vdd_ir_drop_max_mv: 0.0464
  power.density_nw_per_um2: 46.3
  finalPower_mw: 16.8
run:
  max_cap_viol_count: 0
  warning_count: 54
outcome:
  outcome: "completed"
## metrics by stage
stage	std cells	worst slack, ns
floorplan	13900	23.38
global placement	27900	17.50
detailed placement	27900	17.53
CTS	29300	17.53
global route	29300	17.15
finish	29300	17.61
## worst min-delay path by stage
| stage | from | endpoint | slack (ns) | depth (start not counted) |
|---|---|---|---|---|
| 4_1_cts | write_data[15] | dmem.mem[138][15] | 7.50 | 1 |
| 5_1_grt | write_data[15] | dmem.mem[138][15] | 7.55 | 1 |
| 6_report | write_data[15] | dmem.mem[138][15] | 7.58 | 1 |
## cell families after synthesis
group	Yosys count	share of synthesized area [%]
buffers and inverters	843	1.34
flip-flops	8192	78.4
multiplexers	2752	16.2
AND-OR/OR-AND	1033	2.43
AND/OR/NAND/NOR	1060	1.60
## cell usage in the layout (no fill, tap or decap), types with 12 or more instances in the layout
master,n
nand3_1,413
edfxtp_1,8192
a32oi_1,32
inv_6,19
a22oi_1,320
o2111ai_1,62
o22a_1,93
a21oi_1,132
nor3_2,34
buf_4,792
o221ai_1,33
and3_1,65
nand2_1,147
mux4_2,1852
clkinv_16,16
o21ai_0,59
o211ai_1,97
mux2i_1,868
clkdlybuf4s50_1,34
buf_8,34
nor2_4,241
buf_12,20
o22ai_1,128
clkinvlp_4,19
clkinv_2,142
nand4_1,66
nand2_2,12
mux2_2,32
clkbuf_16,810
clkbuf_1,162
bufinv_16,47
clkinv_1,217
a31oi_1,35
nand3_4,14
diode_2,21
o41ai_4,25
## area by class of cell
type,instances,area (um^2)
fillers,94400,680000
flip-flops and latches,8192,246000
multi-input cells,4845,66000
clock buffers,972,20900
well taps,13900,17500
repair buffers,883,7260
clock inverters,482,4060
diodes,21,52.6
inverters,4,22.5
## power by group
part / internal, mW / total [mW] / switching, mW / leakage [nW]
clock: 3.83 / 6.89 / 3.06 / 12.2
sequential: 9.03 / 9.04 / 0.00349 / 73.6
combinational: 0.276 / 0.833 / 0.557 / 25.2
## per-layer routing
layer,global-route usage (%),up-vias
li1,-,61100
met2,26.6,10200
met4,7.16,32
met5,0.996,-
met1,17.0,76200
met3,15.0,1607
Power and IR drop assume default switching activity.
