**/design/flow/design.v**
```verilog
module alu(
    input [31:0] in1,
    input [31:0] in2,
    input [3:0] alu_control,
    output reg [31:0] result
);
always @(*) begin
    case (alu_control)
        4'b0000: result = in1 & in2;   
        4'b0001: result = in1 | in2;   
        4'b0010: result = in1 + in2;   
        4'b0110: result = in1 - in2;   
        4'b0111: result = (in1 < in2) ? 1 : 0;   
        default: result = 0;
    endcase
end
endmodule
module execute(
    input [31:0] read_data1,
    input [31:0] read_data2,
    input [31:0] imm,
    input alu_src,
    input [3:0] alu_control,
    output [31:0] alu_result
);
wire [31:0] operand2;
assign operand2 = alu_src ? imm : read_data2;
alu my_alu(
    .in1(read_data1),
    .in2(operand2),
    .alu_control(alu_control),
    .result(alu_result)
);
endmodule
```
**/design/flow/run.sh**
```bash
#!/bin/bash
# OpenROAD 26Q1-2900-gdf79404cd8, Yosys 0.63+post, stock flow scripts
make -C /OpenROAD-flow-scripts/flow DESIGN_CONFIG=/design/flow/config.mk WORK_HOME=/design/flow/orfs finish
```
**/design/flow/config.mk**
```make
export PLATFORM = sky130hd
export DESIGN_NAME = execute
export DESIGN_NICKNAME = execute
export VERILOG_FILES = /design/flow/design.v
export SDC_FILE = /design/flow/constraint.sdc
export NUM_CORES = 4
export LEC_CHECK = 1
export CORE_UTILIZATION = 30
```
**/design/flow/constraint.sdc**
```tcl
current_design execute

set clk_period 24.9
set clk_io_pct 0.2

create_clock -name clk0 -period $clk_period

set non_clock_inputs [all_inputs -no_clocks]
set_input_delay [expr $clk_period * $clk_io_pct] -clock clk0 $non_clock_inputs
set_output_delay [expr $clk_period * $clk_io_pct] -clock clk0 [all_outputs]
```
==> flow_metrics.py <==
# Metrics from the implementation run
metrics = {
    "status": {
        "outcome": "complete, no violations",
    },
    "setup_path": {
        "critPathCaptureType": "output pin",
        "worst_ep_required_time_ns": 19.92,
        "setup.worst_path.class": "input pin to output pin",
        "crit_path_max_fanout": 32,
        "cp.arrival_ns": 9.58,
        "start_kind": "input pin",
    },
    "finish": {
        "syn2layout_area_growth_pct": 30.1,
        "drive_gt1_share_pct": 2.49,
        "fillers": 1604,
        "flop-count": 0,
        "design_area_sq_um": 6330,
        "nClkBuffers": 0,
        "logic_area_sq_um": 4310,
        "regArea_sq_um": 0,
    },
    "grt": {
        "grt_max_degree": 48,
        "antenna_found_initial": 0,
        "groute.usage.overall_pct": 17.9,
        "grt_pass1_vias": 4848,
        "grt-ovfl-total": 0,
        "grt_first_pass_wirelength_um": 24200,
    },
    "yosys": {
        "yosysSeqAreaShare_pct": 0,
        "common_cells": "ha_1, inv_1, a21oi_1",
        "yosysChipArea_sq_um": 4860,
        "ys_cells": 699,
        "synth_area_sq_um": 4860,
        "postSynthCellCount": 699,
        "yosys_warnings": 1,
        "area_leaders": "ha_1, inv_1, mux2i_1",
        "synthDominantCellAreaShare_pct": 25.7,
        "avgSynthCellArea_sq_um": 6.96,
        "synth_cell_types": 69,
        "yosysTopAreaCell": "ha_1",
    },
    "timing": {
        "period_used_pct": 58.5,
        "relSlewSlack_pct": 46.3,
        "fin_crit_ns": 14.56,
        "tns_ns": 0,
        "max_freq_ghz": 0.0687,
        "rsz0062_at_grt": "no",
        "drv_slew": 0,
        "setup_violations": 0,
        "hold_violations": 0,
        "setup_ws_ns": 10.34,
        "worst_pin_slew_ns": 0.805,
    },
    "floorplan": {
        "boundaryPins": 133,
        "rows": 46,
        "chip_area_sq_um": 16700,
        "core_sq_um": 15800,
        "die_x_um": 129,
        "die_h_um": 129,
        "fp_util_pct": 30.7,
    },
    "route": {
        "wl_met2_um": 6910,
        "dr.max_layer_used": "met4",
        "drt-wirelength-per-cell_um": 14.5,
        "drt-total-wl_um": 14800,
        "num_antenna_cells": 0,
        "wl_met1_um": 7130,
        "wl_met3_um": 708,
        "drt-initial-drc-count": 263,
        "antenna_left": 0,
        "vias_per_cell": 5.11,
        "drc": 0,
        "vias": 5211,
        "first_pass_iters": 5,
    },
    "placement": {
        "placed_cell_area_sq_um": 6330,
        "portBuffers": 133,
        "finalWeightedCongestion": 0.915,
        "pre_cts_slack_ns": 10.31,
        "dp_hpwl_um": 11900,
    },
    "clocking": {
        "post_cts_buffers": 0,
        "cts_resized": 0,
        "cts_hold_buffers": 0,
    },
    "min_path": {
        "worstHoldPathType": "input pin to output pin",
    },
    "flow_run": {
        "warnings": 95,
        "drv_cap": 0,
    },
    "power_and_ir_drop": {
        "power.leakage_nw": 2.85,
        "powerDensity_nw_per_um2": 23.1,
        "vdd_drop_max_mv": 0.00793,
    },
}
-- path summary, 6_finish.rpt --
path	startpoint	endpoint	slack [ns]	cells after the start
setup / recovery	alu_src	alu_result[30]	10.34	16
hold / removal	alu_control[1]	alu_result[0]	11.11	4
-- power breakdown --
part	internal, mW	switching, mW	leakage, nW	total [mW]
combinational	0.0694	0.0770	2.85	0.146
clock	0	0	0	0
sequential	0	0	0	0
-- worst max-delay path: stages --
cell and delay, ns:
buf_2 0.08, buf_4 0.46, mux2i_1 0.31, inv_1 0.09
ha_1 0.22, fa_1 0.43, nor2_1 0.15, o221ai_1 0.17
a311oi_1 0.57, a31o_2 0.26, o21ai_1 0.08, a2111oi_0 0.43
o31ai_1 0.19, and2_1 0.19, o41ai_1 0.43, clkdlybuf4s50_1 0.54
-- stage by stage --
step / power (mW) / cells / util, % / hold slack, ns
after detailed placement: 0.146 / 1019 / 40.0 / 11.11
final: 0.146 / 1019 / 40.0 / 11.11
after floorplan: 0.0970 / 699 / - / 10.06
after global routing: 0.164 / 1019 / 40.0 / 11.15
after global placement: 0.146 / 1019 / 40.0 / 11.10
after CTS: 0.147 / 1019 / 40.0 / 11.11
-- per-layer routing --
layer	global-route usage, %	up-vias
li1	-	2713
met1	26.4	2368
met2	30.0	126
met3	1.30	4
met4	0.692	0
met5	0	-
-- cells in the final DEF, fill, tap and decap left out, types with 10 or more instances in the layout --
master / synthesis / layout
xnor2_1: 27 / 27
o21bai_1: 14 / 14
clkdlybuf4s50_1: 0 / 132
nor2_1: 48 / 48
o21ai_0: 33 / 33
nor3_1: 14 / 14
nand2b_1: 10 / 10
o31ai_1: 11 / 11
nand2_1: 40 / 40
mux2i_1: 33 / 33
a21oi_1: 64 / 64
ha_1: 100 / 100
o221ai_1: 31 / 31
inv_1: 100 / 100
-- cells by family (layout without fill, tap and decap cells) --
family | after synthesis | in the layout | synth area share (%)
fa+ha+maj | 102 | 102 | 26.6
mux | 33 | 33 | 6.79
simple gates | 166 | 166 | 16.9
buf+inv | 135 | 239 | 11.4
compound gates | 230 | 230 | 32.4
xor+xnor | 33 | 33 | 5.94
-- layout make-up --
cell class	count	share of cell area, %
multi-input cells	564	68.2
repair buffers	138	21.6
inverters	101	5.99
well taps	216	4.27
Power is estimated from default activity; no workload was simulated.
